### flow/design.v
`timescale 1ns / 1ps
module ksa_8bit(
    input [7:0] a, b,
    input cin,
    output [7:0] sum,
    output cout
);
    wire [7:0] g0, p0, g1, p1, g2, p2, g3, p3;
    assign g0 = a & b;
    assign p0 = a ^ b;
    assign g1[0] = g0[0] | (p0[0] & cin);
    assign p1[0] = p0[0];
    genvar i;
    generate
        for (i = 1; i < 8; i = i + 1) begin : stage1
            assign g1[i] = g0[i] | (p0[i] & g0[i-1]);
            assign p1[i] = p0[i] & p0[i-1];
        end
    endgenerate
    assign g2[1:0] = g1[1:0];  
    assign p2[1:0] = p1[1:0];
    generate
        for (i = 2; i < 8; i = i + 1) begin : stage2
            assign g2[i] = g1[i] | (p1[i] & g1[i-2]);
            assign p2[i] = p1[i] & p1[i-2];
        end
    endgenerate
    assign g3[3:0] = g2[3:0];  
    assign p3[3:0] = p2[3:0];
    generate
        for (i = 4; i < 8; i = i + 1) begin : stage3
            assign g3[i] = g2[i] | (p2[i] & g2[i-4]);
            assign p3[i] = p2[i] & p2[i-4];
        end
    endgenerate
    assign sum[0] = p0[0] ^ cin;
    assign sum[7:1] = p0[7:1] ^ g3[6:0];  
    assign cout = g3[7];
endmodule
module lfa_8bit(
    input [7:0] a, b,
    input cin,
    output [7:0] sum,
    output cout
);
    wire [7:0] g, p;
    wire [7:0] c;  
    assign g = a & b;
    assign p = a ^ b;
    wire [7:0] g1, p1;
    assign g1[0] = g[0] | (p[0] & cin);
    assign g1[1] = g[1] | (p[1] & g[0]);
    assign g1[3] = g[3] | (p[3] & g[2]);
    assign g1[5] = g[5] | (p[5] & g[4]);
    assign g1[7] = g[7] | (p[7] & g[6]);
    assign p1[1] = p[1] & p[0];
    assign p1[3] = p[3] & p[2];
    assign p1[5] = p[5] & p[4];
    assign p1[7] = p[7] & p[6];
    wire g2_3, p2_3, g2_7, p2_7;
    assign c[0] = g1[0]; 
    assign c[1] = g1[1] | (p1[1] & cin);
    assign g2_3 = g1[3] | (p1[3] & g1[1]);
    assign p2_3 = p1[3] & p1[1];
    assign c[2] = g[2] | (p[2] & c[1]);
    assign c[3] = g2_3 | (p2_3 & cin);
    assign g2_7 = g1[7] | (p1[7] & g1[5]);
    assign p2_7 = p1[7] & p1[5];
    wire g3_7;
    assign g3_7 = g2_7 | (p2_7 & g2_3);
    assign c[4] = g[4] | (p[4] & c[3]);
    assign c[5] = g1[5] | (p1[5] & c[3]);
    assign c[6] = g[6] | (p[6] & c[5]);
    assign c[7] = g3_7 | (p2_7 & p2_3 & cin);
    assign sum[0] = p[0] ^ cin;
    assign sum[7:1] = p[7:1] ^ c[6:0];
    assign cout = c[7];
endmodule
module bka_8bit(
    input [7:0] a, b,
    input cin,
    output [7:0] sum,
    output cout
);
    wire [7:0] g, p;
    assign g = a & b;
    assign p = a ^ b;
    wire g1_1, p1_1, g1_3, p1_3, g1_5, p1_5, g1_7, p1_7;
    assign g1_1 = g[1] | (p[1] & g[0]);
    assign p1_1 = p[1] & p[0];
    assign g1_3 = g[3] | (p[3] & g[2]);
    assign p1_3 = p[3] & p[2];
    assign g1_5 = g[5] | (p[5] & g[4]);
    assign p1_5 = p[5] & p[4];
    assign g1_7 = g[7] | (p[7] & g[6]);
    assign p1_7 = p[7] & p[6];
    wire g2_3, p2_3, g2_7, p2_7;
    assign g2_3 = g1_3 | (p1_3 & g1_1);
    assign p2_3 = p1_3 & p1_1;
    assign g2_7 = g1_7 | (p1_7 & g1_5);
    assign p2_7 = p1_7 & p1_5;
    wire g3_7, p3_7;
    assign g3_7 = g2_7 | (p2_7 & g2_3);
    assign p3_7 = p2_7 & p2_3;
    wire [7:0] c;
    assign c[0] = g[0] | (p[0] & cin);
    assign c[1] = g1_1 | (p1_1 & cin);
    assign c[3] = g2_3 | (p2_3 & cin);
    assign c[7] = g3_7 | (p3_7 & cin);
    assign c[2] = g[2] | (p[2] & c[1]);
    assign c[5] = g1_5 | (p1_5 & c[3]);
    assign c[4] = g[4] | (p[4] & c[3]);
    assign c[6] = g[6] | (p[6] & c[5]);
    assign sum[0] = p[0] ^ cin;
    assign sum[7:1] = p[7:1] ^ c[6:0];
    assign cout = c[7];
endmodule
### flow/run.sh
#!/bin/bash
# OpenROAD 26Q1-2900-gdf79404cd8, Yosys 0.63+post, stock flow scripts
make -C /OpenROAD-flow-scripts/flow DESIGN_CONFIG=/design/flow/config.mk WORK_HOME=/design/flow/orfs finish
### flow/config.mk
export PLATFORM = sky130hd
export DESIGN_NAME = lfa_8bit
export DESIGN_NICKNAME = lfa_8bit
export VERILOG_FILES = /design/flow/design.v
export SDC_FILE = /design/flow/constraint.sdc
export NUM_CORES = 4
export LEC_CHECK = 1
export CORE_AREA = 10 10 70 70
export DIE_AREA = 0 0 80 80
### flow/constraint.sdc
current_design lfa_8bit

set clk_period 7.7
set clk_io_pct 0.2

create_clock -name clk0 -period $clk_period

set non_clock_inputs [all_inputs -no_clocks]
set_input_delay [expr $clk_period * $clk_io_pct] -clock clk0 $non_clock_inputs
set_output_delay [expr $clk_period * $clk_io_pct] -clock clk0 [all_outputs]
==> impl_metrics.prom <==
# HELP chip_impl_metric Physical implementation figures
# TYPE chip_impl_metric gauge
chip_impl_metric{name="vias_per_cell",unit=""} 3.43
chip_impl_info{name="critical_path.top_delay_family",value="buffers and inverters"} 1
chip_impl_info{name="timing.hold.worst.class",value="primary input to output port"} 1
chip_impl_metric{name="critical_path.max_stage_delay",unit="ns"} 0.49
chip_impl_metric{name="antenna_found_initial",unit=""} 0
chip_impl_metric{name="gr-usage-all-layers",unit="%"} 3.04
chip_impl_metric{name="grt_use_met2",unit="%"} 3.05
chip_impl_metric{name="route.final.wire_length",unit="µm"} 1060
chip_impl_info{name="final_layout_top_logic_cells",value="26 x sky130_fd_sc_hd__clkdlybuf4s50_1, 8 x sky130_fd_sc_hd__ha_1, 7 x sky130_fd_sc_hd__inv_1"} 1
chip_impl_metric{name="worst-path-buf-inv",unit=""} 2
chip_impl_metric{name="initial_utilization",unit="%"} 9.93
chip_impl_metric{name="ant_cells",unit=""} 0
chip_impl_metric{name="period_needed",unit="ns"} 5.68
chip_impl_metric{name="timing_worst_slew_pin_value",unit="ns"} 0.342
chip_impl_metric{name="holdBufCountCts",unit=""} 0
chip_impl_metric{name="pre_cts_slack",unit="ns"} 1.98
chip_impl_info{name="outcome",value="finished clean"} 1
chip_impl_metric{name="pin_count_of_the_biggest_net_entering_global_routing",unit=""} 5
chip_impl_metric{name="final_worst_setup_slack",unit="ns"} 2.02
chip_impl_metric{name="drtIter0Drc",unit=""} 3
chip_impl_info{name="kind_of_end_point_of_the_critical_path",value="output port"} 1
chip_impl_metric{name="area_growth",unit="%"} 93.7
chip_impl_metric{name="clkbuf_count",unit=""} 0
chip_impl_metric{name="grt_overflow_total",unit=""} 0
chip_impl_metric{name="postLayoutCellArea",unit="µm²"} 657
chip_impl_info{name="grt_setup_unrepaired",value="no"} 1
chip_impl_metric{name="stage_log_warnings",unit=""} 32
chip_impl_metric{name="detail-route-antenna-nets",unit=""} 0
chip_impl_metric{name="clock.fmax",unit="MHz"} 176
chip_impl_metric{name="gr-usage-met3",unit="%"} 2.16
chip_impl_metric{name="tns",unit="ns"} 0
chip_impl_metric{name="max-slew-margin-rel",unit="%"} 77.2
chip_impl_info{name="critPathKind",value="primary input to output port"} 1
chip_impl_metric{name="hpwl",unit="µm"} 1020
chip_impl_metric{name="chip_area",unit="µm²"} 6400
chip_impl_metric{name="required",unit="ns"} 6.16
chip_impl_info{name="grt.busiest_layer",value="met1"} 1
chip_impl_metric{name="power_per_cell_area",unit="nW/µm²"} 75.3
chip_impl_metric{name="avgSynthCellArea",unit="µm²"} 9.16
chip_impl_metric{name="ys_seq_share",unit="%"} 0
chip_impl_metric{name="design.portCount",unit=""} 26
chip_impl_metric{name="finished_core_util",unit="%"} 19.2
chip_impl_metric{name="finalClockPeriodUsage",unit="%"} 73.7
chip_impl_metric{name="num_rows",unit=""} 21
chip_impl_metric{name="synth_cell_type_count",unit=""} 16
chip_impl_metric{name="maxCapViolCount",unit=""} 0
chip_impl_metric{name="static-leakage-power",unit="nW"} 0.279
chip_impl_metric{name="critPathMaxFanout",unit=""} 2
chip_impl_info{name="crit_chain",value="clkdlybuf4s50_1, ha_1, a211oi_2, o21bai_1, a2111oi_2, a21oi_1, fa_1, xor2_1, clkdlybuf4s50_1"} 1
chip_impl_metric{name="netlist_area",unit="µm²"} 339
chip_impl_metric{name="wl_per_cell",unit="µm"} 9.73
chip_impl_metric{name="hold_viol_final",unit=""} 0
chip_impl_metric{name="worst_hold_slack",unit="ns"} 4.17
chip_impl_metric{name="yosysWarnings",unit=""} 0
chip_impl_metric{name="fillerInstances",unit=""} 386
chip_impl_info{name="cpMostUsedCell",value="sky130_fd_sc_hd__clkdlybuf4s50_1"} 1
chip_impl_metric{name="finalSetupViolations",unit=""} 0
chip_impl_metric{name="layout-drive-gt1-share",unit="%"} 4.76
chip_impl_metric{name="post_cts.repair.setup_buffers",unit=""} 0
chip_impl_metric{name="grt_pass1_vias",unit=""} 348
chip_impl_metric{name="yosys_cell_count",unit=""} 37
chip_impl_metric{name="power.ir.vdd_worst",unit="mV"} 0.0248
chip_impl_metric{name="gp_congestion",unit=""} 0.792
chip_impl_metric{name="port-buffer-count",unit=""} 26
chip_impl_metric{name="flop_area",unit="µm²"} 0
chip_impl_info{name="setup.worst_path.start_class",value="primary input"} 1
chip_impl_metric{name="post-route-drc-count",unit=""} 0
chip_impl_metric{name="die.size.x",unit="µm"} 80
chip_impl_metric{name="cp_data_arrival_time",unit="ns"} 4.14
chip_impl_metric{name="grt_first_pass_wirelength",unit="µm"} 1640
chip_impl_metric{name="synth.yosys.chip_area",unit="µm²"} 339
chip_impl_metric{name="drt-pass1-iter-count",unit=""} 2
chip_impl_metric{name="num_vias",unit=""} 374
chip_impl_metric{name="final-comb-area",unit="µm²"} 313
chip_impl_metric{name="placed_cell_area",unit="µm²"} 657
chip_impl_metric{name="n_sequential_cell",unit=""} 0
chip_impl_metric{name="design.core.area",unit="µm²"} 3420
chip_impl_info{name="timing.critical_path.slowest_stage_cell",value="sky130_fd_sc_hd__clkdlybuf4s50_1"} 1
chip_impl_metric{name="timing_max_transition_violations_final",unit=""} 0
chip_impl_metric{name="floorplan.die.height",unit="µm"} 80
chip_impl_metric{name="post_cts.resized_instances",unit=""} 0
chip_impl_info{name="final_common_cell",value="sky130_fd_sc_hd__clkdlybuf4s50_1"} 1
chip_impl_metric{name="post_synth_inst_count",unit=""} 37
chip_impl_metric{name="grt_met1_use",unit="%"} 4.94
-- Yosys cell counts, drive strengths merged --
| cell | number | area, µm² |
|---|---|---|
| fa | 4 | 80.1 |
| xor2 | 2 | 17.5 |
| nand2 | 1 | 3.75 |
| nand3 | 1 | 5.00 |
| a21o | 2 | 16.3 |
| o211ai | 1 | 7.51 |
| o21ai | 2 | 10.0 |
| ha | 8 | 100 |
| xnor2 | 2 | 17.5 |
| o21bai | 1 | 7.51 |
| a21oi | 4 | 20.0 |
| a211oi | 1 | 12.5 |
| inv | 7 | 26.3 |
| a2111oi | 1 | 15.0 |
-- per-stage QoR --
stage	instances	power [mW]
floorplan	37	0.0172
global placement	109	0.0502
detailed placement	109	0.0505
CTS	109	0.0509
global route	109	0.0557
finish	109	0.0495
-- cell type report --
type / count / share of cell area, %
inverter: 7 / 4.00
timing repair buffer: 26 / 39.6
multi-input combinational: 30 / 47.6
tap: 46 / 8.76
-- routing by layer --
metal / vias to the layer above / routed length (µm) / part of all wire (%)
met2: 26 / 290 / 27
met4: 0 / 0 / 0
met1: 167 / 552 / 52
met3: 0 / 218 / 21
li1: 181 / - / -
met5: - / 0 / 0
-- where the power goes --
| part | switching [mW] | total, mW | internal, mW |
|---|---|---|---|
| Combinational | 0.0162 | 0.0495 | 0.0333 |
| Clock | 0 | 0 | 0 |
| Sequential | 0 | 0 | 0 |
| Total | 0.0162 | 0.0495 | 0.0333 |
-- cells by family after synthesis --
family,after synthesis,synth area share (%)
compound gates,12,26.2
buf+inv,7,7.75
xor+xnor,4,10.3
simple gates,2,2.58
fa+ha+maj,12,53.1
-- worst paths after layout --
path	startpoint	to	slack, ns	depth (start not counted)
hold / removal	a[0]	sum[0]	4.17	5
setup / recovery	a[0]	sum[7]	2.02	9
No activity file was given, so power comes from the tool's default toggle rates.
